File: /design/flow/config.mk
export PLATFORM = sky130hd
export DESIGN_NAME = barcode
export DESIGN_NICKNAME = barcode
export VERILOG_FILES = /design/flow/design.v
export SDC_FILE = /design/flow/constraint.sdc
export NUM_CORES = 4
export LEC_CHECK = 1
export CORE_UTILIZATION = 50
File: /design/flow/constraint.sdc
current_design barcode

set clk_period 5.7
set clk_io_pct 0.2

create_clock -name clk0 -period $clk_period [get_ports {clk}]

set non_clock_inputs [all_inputs -no_clocks]
set_input_delay [expr $clk_period * $clk_io_pct] -clock clk0 $non_clock_inputs
set_output_delay [expr $clk_period * $clk_io_pct] -clock clk0 [all_outputs]
File: /design/flow/design.v
module barcode ( 
	ID_vld,
	ID,
	BC,
	clk,
	rst_n,
	clr_ID_vld);
	output logic ID_vld;
	output logic [7:0] ID;
	input BC, clk, rst_n;
	input clr_ID_vld;
	logic Q1, Q2, Q3, Q4, BC_filtered;
	always @(posedge clk) begin
		Q1 <= BC;
		Q2 <= Q1;
		Q3 <= Q2;
		Q4 <= Q3;
	end
	always @(posedge clk or negedge rst_n) begin
		if(!rst_n) begin
			BC_filtered <= 1;
		end else if(Q2 == 1 && Q3 == 1 && Q4 == 1) begin
			BC_filtered <= 1;
		end else if(Q2 == 0 && Q3 == 0 && Q4 ==0 ) begin
			BC_filtered <= 0;
		end else begin 
			BC_filtered <= BC_filtered;
		end
	end
	typedef enum reg [1:0] {IDLE,IDENTIFY,RECEIV} state_t;
	state_t state, nxt_state;
	logic load;	 
	logic receiving;	 
	logic time_info_cnt;	 
	logic [3:0] bit_cnt;	 
	logic shift;  
	logic [27:0] baud_cnt;  
	logic [27:0] time_reg;  
	logic negedge_flag;  
	logic pre_BC_edge;  
	logic valid_flag;  
	logic [22:0] time_reg_twice;
	always_ff @(posedge clk, negedge rst_n)
		if (!rst_n)
		state <= IDLE;
	else
		state <= nxt_state;
	always_comb begin : proc_state_machine
		load = 0;
		receiving = 0;
		time_info_cnt = 0;
		valid_flag = 1;
		nxt_state = IDLE;
		case (state)
			IDLE:	if(BC_filtered == 0 && negedge_flag == 1) begin
				load = 1;
				time_info_cnt = 1;
				valid_flag = 0;
				nxt_state = IDENTIFY;
			end else begin 
				load = 0;
				time_info_cnt = 0;
				valid_flag = 1;
				nxt_state = IDLE;
			end
			IDENTIFY:	if(BC_filtered == 0) begin
				load = 0;
				receiving = 1;
				time_info_cnt = 1;
				nxt_state = IDENTIFY;
			end else begin 
				load = 0;
				time_info_cnt = 0;
				receiving = 1;  
				nxt_state = RECEIV;
			end
			RECEIV:		if(bit_cnt < 8) begin
				receiving = 1;
				valid_flag = 0;
				nxt_state = RECEIV;
			end else if(bit_cnt ==8) begin
				receiving = 0;
				if(ID[7:6] == 2'b00) begin
					valid_flag = 1;
				end
				nxt_state = IDLE;
			end
			default : nxt_state = IDLE;
		endcase
	end
	always @(posedge clk or negedge rst_n) begin
		if(~rst_n) begin
			bit_cnt <= 0;
		end else if(load == 1) begin
			bit_cnt <= 0;
		end else if({load,shift} == 2'b01) begin
			bit_cnt <= bit_cnt + 1;
		end else begin
			bit_cnt <= bit_cnt;
		end
	end
	always_ff @(posedge clk or negedge rst_n) begin : proc_time_reg
		if(~rst_n) begin
			time_reg <= 0;
			time_reg_twice <= 0;
		end else if(load == 1) begin
			time_reg <= 0;
			time_reg_twice <= 0;
		end else if(time_info_cnt == 1) begin
			time_reg <= time_reg + 1;
			time_reg_twice <= time_reg_twice + 1;
		end else begin 
			time_reg <= time_reg;
			if(time_reg_twice < time_reg * 2) begin
				time_reg_twice <= time_reg_twice + 1;
			end else begin 
				time_reg_twice <= time_reg_twice;
			end
		end
	end
	always_ff @(posedge clk or negedge rst_n) begin : proc_baud_cnt
		if(~rst_n) begin
			baud_cnt <= 0;
		end else if(load == 1 || negedge_flag == 1) begin
			baud_cnt <= 0;
		end else if ({load,receiving} == 2'b01 && time_info_cnt == 0 && (time_reg_twice == time_reg * 2)) begin 
			baud_cnt <= baud_cnt + 1;
		end else begin
			baud_cnt <= baud_cnt;
		end
	end
	assign shift =
		((time_info_cnt == 0) && (baud_cnt == time_reg) && (time_reg > 0))	?	1:
		0; 
	always_ff @(posedge clk or negedge rst_n) begin : proc_pre_BC_edge
		if(~rst_n) begin
			pre_BC_edge <= 0;
		end else begin
			pre_BC_edge <= BC_filtered;
		end
	end
	assign negedge_flag = ~BC_filtered & pre_BC_edge;
	always_ff @(posedge clk or negedge rst_n) begin : proc_ID
		if(~rst_n) begin
			ID <= 8'b0000_0000;
		end else if (load == 1) begin 
			ID <= 8'b0000_0000;
		end else if ({load,shift} == 2'b01) begin 
			ID <= ((ID << 1) | {7'b000_0000, BC_filtered});
		end else begin
			ID <= ID;
		end
	end
	always @(posedge clk or negedge rst_n) begin
		if(~rst_n) begin
			ID_vld <= 0;
		end else if(clr_ID_vld == 1) begin
			ID_vld <= 0;
		end else begin
			ID_vld <= valid_flag;
		end
	end
endmodule
File: /design/flow/run.sh
#!/bin/bash
# OpenROAD 26Q1-2900-gdf79404cd8, Yosys 0.63+post, stock flow scripts
make -C /OpenROAD-flow-scripts/flow DESIGN_CONFIG=/design/flow/config.mk WORK_HOME=/design/flow/orfs finish
==> flow_summary.ini <==
; flow metrics
[final_layout]
drive_gt1_share_pct = 6.01
nFillCells = 1036
finalNonFillerCells = 792
mostFrequentLayoutCells = 95 x dfrtp_1, 76 x nor2_1, 43 x nand2_1, 40 x xor2_1, 37 x xnor2_1
layout_top_cell = dfrtp_1
regArea_sq_um = 2510
logic_area_sq_um = 3150
area_growth_syn_to_layout_pct = 9.69

[cts]
cts_root_buf = clkbuf_16
cts.path.max_buffers = 2
cts_resized = 0
clock_sinks = 101
cts_tree = yes
h-tree-depth = 3
cts_buffers = 9
post-cts-setup-buffer-count = 0
path_clk_slew_ns = 0.07
insertion_delay_ns = 0.36
holdBufCountCts = 0

[final_timing]
worst_slack_ns = 2.69
worst_pin_slew_ns = 0.727
fin_worst_skew_ns = 0.0140
relSlewSlack_pct = 51.1
hold-worst-slack_ns = 0.331
period_used_pct = 52.8
fin_crit_ns = 3.01
fin_tns_setup_ns = 0
rsz0062_at_grt = false
finalHoldViolations = 0
setup-violations-final = 0
max_freq_mhz = 332
drv_slew = 0

[critical_path]
path_cells = inv_1, ha_1, nand2_1, or4_1, a21oi_1, o211a_1, or3_1, o31ai_1
critPathLaunchType = flip-flop
critPathArrivalTime_ns = 3.23
cp_max_fo = 12
crit_buf_inv = 1
worst_path_max_delay_cell = or4_1
cp-end-kind = flip-flop
worstSetupPathType = reg2reg
max_stage_delay_ns = 0.63
cp.required_ns = 5.92
crit_family = simple AND/OR/NAND/NOR gates

[drt]
drc_errors = 0
first_pass_iters = 5
wl_met2_um = 6070
post_drt_via_cell_ratio = 5.83
num_antenna_cells = 0
routed_wl_um = 13400
antenna_left = 0
wl_met3_um = 613
highest_layer = met4
drt-met1-wl_um = 6560
vias = 4615
drt_iter0_drc = 231
avgRoutedWirePerCell_um = 16.9

[run]
warnings = 26
drv_cap = 0

[logic_synthesis]
syn_inst = 637
yosys_area_sq_um = 5870
syn_area_sq_um = 5870
mux_share_pct = 1.53
synth_xor_xnor_area_share_pct = 11.5
yosysUniqueCellTypes = 47
synth_flop_count = 101
synthAoiAreaFrac_pct = 11.1
logic_family = simple AND/OR/NAND/NOR gates
yosys.area_share.simple_pct = 23.5
ys_warn_count = 1
synth_adder_area_share_pct = 5.75
enable_flop_cells = 0
syn_avg_cell_area_sq_um = 9.22
yosysSeqAreaShare_pct = 42.7
async_flop_share_pct = 96.0
ys_cells = 637
ys.flop_type = dfrtp_1

[grt]
grt_pass1_vias = 4406
grt_max_degree = 62
grt_pass1_wl_um = 22600
antenna_found_initial = 0
grtUsageTotal_pct = 25.3
gr-total-overflow = 0

[power]
vdd_ir_drop_max_mv = 0.312
cellLeakagePower_nw = 2.87
powerDensity_nw_per_um2 = 213

[placed_design]
dp_slack_ns = 2.75
port_buffers = 12
dp.cells = 776
dp_hpwl_um = 9560
routabilityCongestion = 0.892

[die]
dieHeight_um = 110
fp-utilization_pct = 51.4
num_rows = 39
ios = 13
die_w_um = 110
chip_area_sq_um = 12200
core-area_sq_um = 11400

[run_status]
outcome = complete, no violations

[worst_hold_path]
hp-class = reg2reg
==> synthesized netlist by cell type (all sizes together), types with 4 or more instances <==
cell,count,share of area (%)
dfxtp,4,1.4
a31oi,5,0.53
and3,11,1.2
and2,7,0.75
mux2i,9,1.5
dfrtp,95,40
buf,9,0.77
nor3,9,0.85
nor2b,4,0.43
clkbuf,17,1.1
nand3,37,3.2
or4,11,1.4
nand4,30,3.2
nand2,43,2.7
o31ai,26,3.3
xnor2,37,5.5
and4,6,0.89
o21ai,17,1.4
nor4,16,2.3
xor2,40,6.0
or3,9,0.96
o211ai,5,0.64
a21oi,33,2.8
ha,27,5.8
inv,31,2.0
nor2,76,4.9
==> cells by family after synthesis <==
logic type                 after synthesis
and+or+nand+nor                        264
DFF                                    101
AOI/OAI and AO/OA                      102
buffers and inverters                   57
xor gates and xnor gates                77
muxes                                    9
adders and majority gates               27
==> final timing paths <==
path	from	endpoint	slack (ns)	cells after the start
setup / recovery	time_reg[16]	time_reg_twice[17]	2.69	8
hold / removal	Q1	Q2	0.33	0
setup reg to reg	time_reg[16]	time_reg_twice[17]	2.69	8
hold reg to reg	Q1	Q2	0.33	0
max in group asynchronous	rst_n	state[0]	3.68	3
min in group asynchronous	rst_n	baud_cnt[23]	0.71	1
==> final cells by class <==
| cell class | instances | share of cell area (%) |
|---|---|---|
| inverters | 31 | 1.81 |
| clock inverters | 7 | 1.13 |
| well taps | 143 | 2.78 |
| repair buffers | 22 | 2.99 |
| multi-input cells | 479 | 48.9 |
| flip-flops and latches | 101 | 39.0 |
| clock buffers | 9 | 3.50 |
==> per-stage QoR <==
step	cell area (sq um)	power [mW]	util [%]
global placement	6150	0.767	53.8
CTS	6440	1.39	56.4
detailed placement	6150	0.768	53.8
floorplan	5870	0.746	-
finish	6440	1.37	56.4
global route	6440	1.42	56.4
==> where the power goes <==
group	internal (mW)	leakage (nW)	switching [mW]
sequential	0.720	1.38	0.00331
clock	0.342	0.142	0.276
combinational	0.00616	1.35	0.0223
total	1.07	2.87	0.301
==> worst register-to-register path, delay by kind of cell, from the launching register on <==
kind                       cells  cell delay [ns]
buffers and inverters          1             0.12
DFF                            1             0.48
AOI/OAI and AO/OA              3             0.83
adders and majority gates      1             0.29
and+or+nand+nor                3             1.17
==> metal layers <==
layer / GRT usage [%] / vias up
li1: - / 2305
met1: 40.8 / 2228
met2: 37.2 / 71
met3: 5.69 / 11
met4: 3.10 / 0
met5: 0 / -
Power is estimated from default activity; no workload was simulated.
