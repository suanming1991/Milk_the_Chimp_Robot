==> ./design.v <==
module PWMPeripheral ( 
			PWM_sig,
			duty,
			clk,
			rst_n);
	output reg PWM_sig;
	input [9:0]	duty;	 
	input clk,rst_n;
	reg [9:0] cntr;		 
	always @(posedge clk or negedge rst_n) begin
		if(~rst_n) begin
			cntr <= 0;
		end else begin
			cntr <= cntr + 1;
		end
	end
	always @(posedge clk or negedge rst_n) begin
		if(~rst_n) begin
			PWM_sig <= 0;
		end else if( (&cntr == 1) || (duty == 0) ) begin
			PWM_sig <= 1;
		end else if( duty == cntr ) begin
			PWM_sig <= 0;
		end else begin
			PWM_sig <= PWM_sig;
		end
	end
endmodule
module motor_cntrl ( 
			fwd_lft,
			rev_lft,
			fwd_rht,
			rev_rht,
			lft,
			rht,
			clk,
			rst_n);
	output fwd_lft, rev_lft, fwd_rht, rev_rht;
	input [10:0] lft, rht;
	input clk,rst_n;
	wire [9:0] mag_lft, mag_rht;  
	wire pwm_signal_lft, pwm_signal_rht;  
	assign mag_lft = 
		(lft[10] == 1)	?	((lft[9:0] == 10'b00_0000_0000)	?	10'b11_1111_1111:
																(~lft[9:0] + 1)):
		lft[9:0];
	assign mag_rht =
		(rht[10] == 1)	?	((rht[9:0] == 10'b00_0000_0000)	?	10'b11_1111_1111:
																(~rht[9:0] + 1)):
		rht[9:0];
	PWMPeripheral PWMPeripheral_lft(
		.PWM_sig(pwm_signal_lft),
		.duty(mag_lft),
		.clk(clk),
		.rst_n(rst_n)
		);
	PWMPeripheral PWMPeripheral_rht(
		.PWM_sig(pwm_signal_rht),
		.duty(mag_rht),
		.clk(clk),
		.rst_n(rst_n)
		);
	assign fwd_lft = 
		(lft == 11'b000_0000_0000)	?	1:
		(lft[10] == 1)	?	0:
		pwm_signal_lft;
	assign rev_lft =
		(lft == 11'b000_0000_0000)	?	1:
		(lft[10] == 0)	?	0:
		pwm_signal_lft;
	assign fwd_rht = 
		(rht == 11'b000_0000_0000)	?	1:
		(rht[10] == 1)	?	0:
		pwm_signal_rht;
	assign rev_rht = 
		(rht == 11'b000_0000_0000)	?	1:
		(rht[10] == 0)	?	0:
		pwm_signal_rht;
endmodule
==> ./run.sh <==
#!/bin/bash
# OpenROAD 26Q1-2900-gdf79404cd8, Yosys 0.63+post, stock flow scripts
make -C /OpenROAD-flow-scripts/flow DESIGN_CONFIG=/design/flow/config.mk WORK_HOME=/design/flow/orfs finish
==> ./config.mk <==
export PLATFORM = sky130hd
export DESIGN_NAME = motor_cntrl
export DESIGN_NICKNAME = motor_cntrl
export VERILOG_FILES = /design/flow/design.v
export SDC_FILE = /design/flow/constraint.sdc
export NUM_CORES = 4
export LEC_CHECK = 1
export CORE_AREA = 10 10 105 105
export DIE_AREA = 0 0 115 115
==> ./constraint.sdc <==
current_design motor_cntrl

set clk_period 7.2
set clk_io_pct 0.2

create_clock -name clk0 -period $clk_period [get_ports {clk}]

set non_clock_inputs [all_inputs -no_clocks]
set_input_delay [expr $clk_period * $clk_io_pct] -clock clk0 $non_clock_inputs
set_output_delay [expr $clk_period * $clk_io_pct] -clock clk0 [all_outputs]
==> design notes <==
Setup repair after global routing left no endpoint under its margin. The total die size was 0.0132 sq mm. Of the cells placed in the final design, the portion with a size suffix greater than 1 is 4.58%. The switching power is 76.7 uW. Of the total synthesized cell area, the portion taken by AND-OR and OR-AND cells is 20.9%. With the portion of the post-synthesis area used by sequential elements at 25.6%, the number of warning messages in the yosys log is 1. Setup total negative slack on the finished layout was measured at 0 ps.

The fraction of post-synthesis cell area in the top cell type by area is 25.6%. From bottom edge to top edge, the die measures 115 um. The half-perimeter wire length after detailed placement was 3800 um. From the final report, the count of setup violators was given as 0. The run gives 24.6% as the initial core utilization. TritonCTS built the clock tree.

Type of destination of the critical path: an output pin. Pin placement for this block handled 28 I/O pins. Highest clock frequency the design can meet: 195 MHz.

Post-route period utilization is reported as 71.3%. The total placed instance area was 0.00250 sq mm. In this run the register-to-register setup slack is 5070 ps. The count of filler cells inserted in the layout is 916.

The final weighted congestion recorded by global placement is 0.908. The maximum clock insertion buffer count was 2; the synthesized netlist cell count was 267. The power report attributes to the combinational group a share of 27.1%. Summing the areas of all xor and xnor instances in the mapped netlist gives 14.7% of the synthesized area.

The overall routing resource usage was 7.27%; the hold-fix buffer count after cts was 0. The run gives 117 for the number of design-rule violations left by the first detailed-router iteration. The run gives 0.00876 sq mm as the placeable core area.

For the number of antenna violations at the first check in global routing, the log shows 0. For reference, the critical path is launched at rht[0]. Synthesis inferred 22 register bits. The portion of synthesized area spent on multiplexers is 3.43%. The number of global-route vias before repair came out at 1,790. Leading area contributor after synthesis: sky130_fd_sc_hd__dfrtp_1. Worst hold-check path type: flip-flop to flip-flop. The area recorded from the Yosys report for this design is 0.00215 sq mm. The tools report the worst-case setup slack after placement as 2090 ps. Per STA, the worst path is made up of clkdlybuf4s50_1 > inv_1 > ha_1 > nor4b_2 > nand3_1 > o21ai_0 > clkdlybuf4s50_1.

The top flip-flop cell by instance count after synthesis is sky130_fd_sc_hd__dfrtp_1. The cell at the root of the clock tree is sky130_fd_sc_hd__clkbuf_8. The number of resized instances in the post-cts repair step was 0.

The report lists the number of standard-cell rows as 34. The horizontal extent of the die was 115 um. Counting only logic cells after layout, the most numerous master is sky130_fd_sc_hd__clkdlybuf4s50_1. The run gives 25 for the number of warnings in the stage logs. The number of max-capacitance violations reported was 0. With the peak supply drop at 0.0000632 V, the design area is 0.00255 sq mm.

Antenna repair during routing inserted a diode count of 0. For reference, the final report shows the hold violation count at 0. The number of remaining DRC errors was 0. The transition time recorded at the tightest slew-check pin is 580 ps. The run gives 2.33% for the area fraction in full adders, half adders and majority gates.

The timing report shows that the slowest cell on the worst path is sky130_fd_sc_hd__clkdlybuf4s50_1. The synthesized-area fraction occupied by and/or/nand/nor cells is 27.3%, and the biggest fanout along the worst timing path is 7. The run gives 0 as the total grt overflow.

The flow ran to the end, and the final reports show no timing, DRC or antenna violations. For reference, the most critical setup path is categorized as input port to output pin. At the worst endpoint, the required time is 5760 ps.

The number of clock buffers inserted by TritonCTS is 3. The family with the most delay on the worst path is buffers and inverters. The startpoint identified for the worst register-to-register timing path is PWMPeripheral_lft.cntr[5].

The worst setup path is launched from an input port. Per the breakdown, switching nets consume 26.8% of all power. Sorting the synthesized cells by area gives the leading types as sky130_fd_sc_hd__dfrtp_1 26%, sky130_fd_sc_hd__xnor2_1 10%, sky130_fd_sc_hd__xor2_1 4.5%, sky130_fd_sc_hd__nand2_1 4.2%, sky130_fd_sc_hd__nor2_1 3.5%. In this run the tool buffered the top-level ports with 27 buffer cells.

Per the final report, max-transition violations number 0. The power report puts the leakage power at 0.937 nW. The maximum clock skew at final layout came out at 3.03 ps.

For this design, the sink count on the clock tree is 22. Clock-pin slew was measured on the worst setup and hold paths at 70 ps. The power report attributes to the clock group a share of 29.6%. Per the synthesis report, the number of distinct cell types is 56. The top cell types in the final layout, fill and taps aside, are 27 x sky130_fd_sc_hd__clkdlybuf4s50_1, 25 x sky130_fd_sc_hd__xnor2_1, 24 x sky130_fd_sc_hd__nand2_1.

The critical hold path startpoint was PWMPeripheral_lft.cntr[0]. Counting both buffers and inverters, the worst setup path holds a total of 3. Entering global routing, the biggest net connects 24 pins.

The tools report the first-pass GRT wire length as 8360 um. The layout-stage area growth over the synthesis result was 18.6%; the via count of the routed design was 1,980. Counting flops with a built-in enable in the synthesized netlist gives 0. The overall routed net length is 4890 um.

With the level count of the clock H-tree at 1, the average wire per cell in the routed design is 12.5 um. Most repeated library cell on the critical path: sky130_fd_sc_hd__clkdlybuf4s50_1. The mean post-synth cell area was 8.06 sq um; the number of nets with antenna violations after routing was 0. Yosys shows that the main logic family after synthesis is simple AND/OR/NAND/NOR gates. On the critical path the data arrives at 3690 ps. The clock latency of the later-clocked register in the worst-skew pair is 250 ps. The pre-antenna-repair detailed-routing pass consisted of 5 iterations. Cell internal power was estimated by the tool at 210 uW. The time the worst path needs with I/O delays and setup was 5130 ps; the buffers inserted during post-CTS setup optimization was 0.

In this run, flip-flops and latches consume 43.3% of the power. The slew check shows that the tightest pin keeps a relative margin of 61.2%. Using the TritonRoute via totals, the vias-per-cell ratio works out to 5.05.

For this run, asynchronously set or reset flops after synthesis account for 100%. The run gives 0.00215 sq mm for the netlist area before placement. Setup slack on the critical path of the routed design comes to 2070 ps.

The synth_stat.txt file lists the number of cells as 267. The flow reported a cell area power density of 112 mW/mm^2. Per STA, the highest per-stage delay on the worst path measures 500 ps.
## cell usage after synthesis, drive strengths merged, types with 2 or more instances
cell type and n:
mux2i 4, and3 4, nand4 6, nand3 12
xor2 11, nor4 2, nor2 20, nand3b 2
nor2b 6, buf 5, nor3b 2, dfrtp 22
o22ai 4, a21oi 6, o31ai 9, o21ai 10
mux2 3, nand2b 7, nor4b 4, a32oi 2
nand2 24, inv 13, o41ai 4, xnor2 25
o211ai 2, o2111ai 2, a22oi 2, ha 4
or4 6, clkbuf 11, a31oi 7, nor3 6
and2 2
## layer usage
layer  vias to the layer above  track usage, %  routed length, um
met3                         4            1.58                346
met4                         0           0.825                 31
met5                         -               0                  0
met2                        54            10.7               2040
met1                       902            11.0               2470
li1                       1020               -                  -
## power groups by stage
stage                 logic (mW)  registers [mW]  clock network (mW)
after CTS                 0.0781           0.124              0.0890
after global routing      0.0869           0.124              0.0923
final                     0.0776           0.124              0.0848
## cell type report
class | count | area, sq um | area share (%)
clock buffer | 4 | 55.1 | 2.16
inverter | 13 | 48.8 | 1.91
tap | 108 | 135 | 5.29
sequential | 22 | 551 | 21.6
timing repair buffer | 29 | 285 | 11.2
multi-input combinational | 216 | 1480 | 57.9
## flip-flops by register name, summed over array words and instances (netlist names)
name and count:
PWMPeripheral_rht.PWM_sig 1, PWMPeripheral_lft.cntr 10, PWMPeripheral_lft.PWM_sig 1, PWMPeripheral_rht.cntr 10
## path summary, 6_finish.rpt
check                                             to  depth (start not counted)
max                                          rev_rht                          7
min                        PWMPeripheral_lft.cntr[0]                          1
max reg2reg                PWMPeripheral_lft.PWM_sig                          6
min reg2reg                PWMPeripheral_lft.cntr[0]                          1
max in group asynchronous  PWMPeripheral_lft.cntr[8]                          2
min in group asynchronous  PWMPeripheral_rht.PWM_sig                          2
## cells by family (layout without fill, tap and decap cells)
group / Yosys count / after routing
AOI/OAI and AO/OA: 61 / 61
xor gates and xnor gates: 36 / 36
adders and majority gates: 4 / 4
buffers and inverters: 29 / 46
DFF: 22 / 22
muxes: 7 / 7
and+or+nand+nor: 108 / 108
## metrics by stage
step / cells / hold WS [ps] / power, mW / utilization [%]
final: 392 / 522 / 0.287 / 29.1
after floorplan: 267 / 479 / 0.175 / -
after CTS: 392 / 527 / 0.291 / 29.1
after detailed placement: 388 / 502 / 0.204 / 28.5
after global routing: 392 / 562 / 0.303 / 29.1
after global placement: 388 / 510 / 0.204 / 28.5
## worst register-to-register path: stages (launching register included)
cell                        delay (ps)
sky130_fd_sc_hd__dfrtp_1           470
sky130_fd_sc_hd__nor2b_1           180
sky130_fd_sc_hd__or4_1             520
sky130_fd_sc_hd__a22oi_1           190
sky130_fd_sc_hd__o2111ai_1         130
sky130_fd_sc_hd__o41ai_1           370
sky130_fd_sc_hd__nand4_1           140
Power is estimated from default activity; no workload was simulated.
